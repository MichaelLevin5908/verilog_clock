$ cat flow/config.mk
export PLATFORM = sky130hd
export DESIGN_NAME = top_stopwatch
export DESIGN_NICKNAME = top_stopwatch
export VERILOG_FILES = /design/flow/design.v
export SDC_FILE = /design/flow/constraint.sdc
export NUM_CORES = 4
export LEC_CHECK = 1
export CORE_UTILIZATION = 50
$ cat flow/constraint.sdc
current_design top_stopwatch

set clk_period 3.5
set clk_io_pct 0.2

create_clock -name clk0 -period $clk_period [get_ports {clk_100mhz}]

set non_clock_inputs [all_inputs -no_clocks]
set_input_delay [expr $clk_period * $clk_io_pct] -clock clk0 $non_clock_inputs
set_output_delay [expr $clk_period * $clk_io_pct] -clock clk0 [all_outputs]
$ cat flow/design.v
module bcd_counter #(
  parameter integer MAX = 9
)(
  input wire clk,
  input wire rst,
  input wire en,
  output reg [3:0] q,
  output wire carry
);
  assign carry = en && (q==MAX);
  always @(posedge clk) begin
    if (rst) q <= 0;
    else if (en) q <= (q==MAX) ? 0 : (q+1'b1);
  end
endmodule
module clock_divider #(
  parameter integer DIV_1HZ = 100_000_000,
  parameter integer DIV_2HZ = 50_000_000,
  parameter integer DIV_FAST = 500_000,
  parameter integer DIV_BLINK = 33_333_333
)(
  input wire clk,
  input wire rst,
  output reg tick_1hz,
  output reg tick_2hz,
  output reg tick_fast,
  output reg tick_blink
);
  localparam W1=$clog2(DIV_1HZ), W2=$clog2(DIV_2HZ),
  WF=$clog2(DIV_FAST), WB=$clog2(DIV_BLINK);
  reg [W1-1:0] c1; reg [W2-1:0] c2; reg [WF-1:0] cf; reg [WB-1:0] cb;
  always @(posedge clk) begin
    if (rst) begin
      c1<=0; c2<=0; cf<=0; cb<=0;
      tick_1hz<=0; tick_2hz<=0; tick_fast<=0; tick_blink<=0;
    end else begin
      tick_1hz<=0; tick_2hz<=0; tick_fast<=0; tick_blink<=0;
      if (c1==DIV_1HZ-1) begin c1<=0; tick_1hz<=1; end else c1<=c1+1;
      if (c2==DIV_2HZ-1) begin c2<=0; tick_2hz<=1; end else c2<=c2+1;
      if (cf==DIV_FAST-1) begin cf<=0; tick_fast<=1; end else cf<=cf+1;
      if (cb==DIV_BLINK-1) begin cb<=0; tick_blink<=1; end else cb<=cb+1;
    end
  end
endmodule
module control_fsm(
  input wire clk, rst,
  input wire adj,
  input wire sel,
  input wire pause_tog,
  output reg use_1hz,
  output reg use_2hz,
  output reg sel_minutes,
  output reg sel_seconds,
  output reg blink_enable,
  output reg count_enable
);
  localparam RUN=2'd0, PAUSE=2'd1, AMIN=2'd2, ASEC=2'd3;
  reg [1:0] cur, nxt;
  reg resume_to_pause;
  always @(posedge clk) begin
    if (rst) begin
      cur <= RUN;
      resume_to_pause <= 1'b0;
    end else begin
      cur <= nxt;
      if (cur==PAUSE && adj)
        resume_to_pause <= 1'b1;
      else if (cur==RUN && adj)
        resume_to_pause <= 1'b0;
      else if (cur==RUN && pause_tog)
        resume_to_pause <= 1'b1;
      else if (cur==PAUSE && pause_tog)
        resume_to_pause <= 1'b0;
    end
  end
  always @(*) begin
    nxt=cur;
    case(cur)
      RUN: begin
        if (pause_tog) nxt=PAUSE;
        else if (adj && ~sel) nxt=AMIN;
        else if (adj &&  sel) nxt=ASEC;
      end
      PAUSE: begin
        if (pause_tog) nxt=RUN;
        else if (adj && ~sel) nxt=AMIN;
        else if (adj &&  sel) nxt=ASEC;
      end
      AMIN: begin
        if (!adj) nxt = resume_to_pause ? PAUSE : RUN;
        else if (sel) nxt=ASEC;
      end
      ASEC: begin
        if (!adj) nxt = resume_to_pause ? PAUSE : RUN;
        else if (!sel) nxt=AMIN;
      end
    endcase
  end
  always @(*) begin
    use_1hz=0; use_2hz=0; sel_minutes=0; sel_seconds=0; blink_enable=0; count_enable=0;
    case(cur)
      RUN: begin
        use_1hz=1;
        count_enable = adj ? 1'b0 : 1'b1;
      end
      PAUSE: begin use_1hz=1; count_enable=1'b0; end
      AMIN: begin use_2hz=1; sel_minutes=1; blink_enable=1; count_enable=1'b0; end
      ASEC: begin use_2hz=1; sel_seconds=1; blink_enable=1; count_enable=1'b0; end
    endcase
  end
endmodule
module debounce_sync #(
  parameter integer STABLE_COUNT = 10
)(
  input wire clk,
  input wire tick_fast,
  input wire in_raw,
  output reg out_deb
);
  reg s1,s2;
  always @(posedge clk) begin s1<=in_raw; s2<=s1; end
  reg prev; reg [$clog2(STABLE_COUNT+1)-1:0] cnt;
  always @(posedge clk) begin
    if (tick_fast) begin
      if (s2!=prev) begin prev<=s2; cnt<=0; end
      else begin
        if (cnt<STABLE_COUNT) cnt<=cnt+1;
        if (cnt==STABLE_COUNT) out_deb<=s2;
      end
    end
  end
endmodule
module display_mux(
  input wire clk,
  input wire rst,
  input wire tick_fast,
  input wire blink_enable,
  input wire blink_state,
  input wire sel_minutes,
  input wire sel_seconds,
  input wire [3:0] mt, mo, st, so,
  output reg [6:0] seg,
  output reg [3:0] an,
  output reg dp
);
  reg [1:0] idx;
  always @(posedge clk) begin
    if (rst) idx<=0;
    else if (tick_fast) idx<=idx+1;
  end
  reg [3:0] bcd;
  always @(*) begin
    case(idx)
      2'd0: bcd=so;
      2'd1: bcd=st;
      2'd2: bcd=mo;
      2'd3: bcd=mt;
    endcase
  end
  wire is_min = (idx==2'd2)||(idx==2'd3);
  wire is_sec = (idx==2'd0)||(idx==2'd1);
  wire blank  = blink_enable && ~blink_state &&
                ((sel_minutes && is_min) || (sel_seconds && is_sec));
  reg [6:0] seg_n;
  always @(*) begin
    case (bcd)
      4'd0: seg_n=7'b1000000;
      4'd1: seg_n=7'b1111001;
      4'd2: seg_n=7'b0100100;
      4'd3: seg_n=7'b0110000;
      4'd4: seg_n=7'b0011001;
      4'd5: seg_n=7'b0010010;
      4'd6: seg_n=7'b0000010;
      4'd7: seg_n=7'b1111000;
      4'd8: seg_n=7'b0000000;
      4'd9: seg_n=7'b0010000;
      default: seg_n=7'b1111111;
    endcase
  end
  always @(*) begin
    case(idx)
      2'd0: an=4'b1110;
      2'd1: an=4'b1101;
      2'd2: an=4'b1011;
      2'd3: an=4'b0111;
    endcase
    seg = blank ? 7'b1111111 : seg_n;
    dp  = 1'b1;
  end
endmodule
module edge_detect(
  input wire clk,
  input wire rst,
  input wire in_level,
  output reg rise_pulse
);
  reg d;
  always @(posedge clk) begin
    if (rst) begin d<=0; rise_pulse<=0; end
    else begin rise_pulse <= in_level & ~d; d <= in_level; end
  end
endmodule
module time_core(
  input  wire clk,
  input  wire rst,
  input  wire tick_active,
  input  wire count_enable,
  input  wire use_2hz,
  input  wire sel_minutes,
  input  wire sel_seconds,
  output wire [3:0] min_tens,
  output wire [3:0] min_ones,
  output wire [3:0] sec_tens,
  output wire [3:0] sec_ones
);
  reg base_sec_ones, base_min_ones;
  always @(posedge clk) begin
    if (rst) begin base_sec_ones<=0; base_min_ones<=0; end
    else begin
      base_sec_ones<=0; base_min_ones<=0;
      if (tick_active) begin
        if (!use_2hz) begin
          if (count_enable) base_sec_ones<=1;
        end else begin
          if (sel_seconds) base_sec_ones<=1;
          else if (sel_minutes) base_min_ones<=1;
        end
      end
    end
  end
  wire c_s_ones, c_s_tens, c_m_ones;
  bcd_counter #(.MAX(9)) u_so (.clk(clk), .rst(rst), .en(base_sec_ones),
    .q(sec_ones), .carry(c_s_ones));
  bcd_counter #(.MAX(5)) u_st (.clk(clk), .rst(rst), .en(c_s_ones),
    .q(sec_tens), .carry(c_s_tens));
  wire en_m_ones = base_min_ones | (c_s_tens & ~use_2hz);
  bcd_counter #(.MAX(9)) u_mo (.clk(clk), .rst(rst), .en(en_m_ones),
    .q(min_ones), .carry(c_m_ones));
  bcd_counter #(.MAX(5)) u_mt (.clk(clk), .rst(rst), .en(c_m_ones),
    .q(min_tens), .carry( ));
endmodule
module top_stopwatch(
  input wire clk_100mhz,
  input wire btn_reset_raw,
  input wire btn_pause_raw,
  input wire sw_adj_raw,
  input wire sw_sel_raw,
  output wire [6:0] seg,
  output wire [3:0] an,
  output wire dp,
  output wire [3:0] led
);
  wire tick_1hz, tick_2hz, tick_fast, tick_blink;
  wire sw_adj, sw_sel, btn_reset, btn_pause_deb;
  wire pause_tog;
  wire use_1hz, use_2hz, sel_minutes, sel_seconds, blink_enable, count_enable;
  wire [3:0] mt, mo, st, so;
  clock_divider #(
    .DIV_1HZ(100_000_000), .DIV_2HZ(50_000_000),
    .DIV_FAST(500_000), .DIV_BLINK(33_333_333)
  ) u_div (.clk(clk_100mhz), .rst(1'b0),
           .tick_1hz(tick_1hz), .tick_2hz(tick_2hz),
           .tick_fast(tick_fast), .tick_blink(tick_blink));
  debounce_sync #(.STABLE_COUNT(10)) u_db_adj
    (.clk(clk_100mhz), .tick_fast(tick_fast), .in_raw(sw_adj_raw), .out_deb(sw_adj));
  debounce_sync #(.STABLE_COUNT(10)) u_db_sel
    (.clk(clk_100mhz), .tick_fast(tick_fast), .in_raw(sw_sel_raw), .out_deb(sw_sel));
  debounce_sync #(.STABLE_COUNT(10)) u_db_rst
    (.clk(clk_100mhz), .tick_fast(tick_fast), .in_raw(btn_reset_raw), .out_deb(btn_reset));
  debounce_sync #(.STABLE_COUNT(10)) u_db_pause
    (.clk(clk_100mhz), .tick_fast(tick_fast), .in_raw(btn_pause_raw), .out_deb(btn_pause_deb));
  edge_detect u_ed_pause (.clk(clk_100mhz), .rst(btn_reset), .in_level(btn_pause_deb), .rise_pulse(pause_tog));
  control_fsm u_fsm(
    .clk(clk_100mhz), .rst(btn_reset),
    .adj(sw_adj), .sel(sw_sel), .pause_tog(pause_tog),
    .use_1hz(use_1hz), .use_2hz(use_2hz),
    .sel_minutes(sel_minutes), .sel_seconds(sel_seconds),
    .blink_enable(blink_enable), .count_enable(count_enable)
  );
  wire tick_active = use_2hz ? tick_2hz : tick_1hz;
  time_core u_time(
    .clk(clk_100mhz), .rst(btn_reset),
    .tick_active(tick_active), .count_enable(count_enable),
    .use_2hz(use_2hz), .sel_minutes(sel_minutes), .sel_seconds(sel_seconds),
    .min_tens(mt), .min_ones(mo), .sec_tens(st), .sec_ones(so)
  );
  reg hb_1hz, hb_2hz, hb_blink;
  always @(posedge clk_100mhz) begin
    if (btn_reset) begin
      hb_1hz <= 1'b0;
      hb_2hz <= 1'b0;
      hb_blink <= 1'b0;
    end else begin
      if (tick_1hz) hb_1hz <= ~hb_1hz;
      if (tick_2hz) hb_2hz <= ~hb_2hz;
      if (tick_blink) hb_blink <= ~hb_blink;
    end
  end
  assign led[0] = hb_1hz;
  assign led[1] = hb_2hz;
  assign led[2] = hb_blink;
  assign led[3] = ~count_enable;
  reg blink_state;
  always @(posedge clk_100mhz) begin
    if (btn_reset) blink_state<=1'b0;
    else if (tick_blink) blink_state<=~blink_state;
  end
  display_mux u_disp(
    .clk(clk_100mhz), .rst(btn_reset), .tick_fast(tick_fast),
    .blink_enable(blink_enable), .blink_state(blink_state),
    .sel_minutes(sel_minutes), .sel_seconds(sel_seconds),
    .mt(mt), .mo(mo), .st(st), .so(so),
    .seg(seg), .an(an), .dp(dp)
  );
endmodule
$ cat flow/run.sh
#!/bin/bash
# OpenROAD 26Q1-2900-gdf79404cd8, Yosys 0.63+post, stock flow scripts
make -C /OpenROAD-flow-scripts/flow DESIGN_CONFIG=/design/flow/config.mk WORK_HOME=/design/flow/orfs finish
==> qor.yml <==
status: "finished clean"
synthArstFlopShare: 0
dr.pass1.iters: 7
seq_power_share: 0.494
crit_fanout: 6
finalCritPeriodShare: 0.959
chip_area_sq_um: 14700
yosysTopAreaCellShare: 0.395
rsz0062_at_grt: "yes"
place_congestion: 0.828
yosysWarnings: 9
yosys_cells: 749
min_period_ns: 3.36
cts-root-buf: "clkbuf_16"
clkPwrFrac: 0.503
finalMaxSlewViolations: 0
yosys.cell_types.count: 59
required_ns: 2.80
ys_seq_frac: 0.496
drc_errors: 0
track_usage: 0.178
grt_overflow_total: 0
busiest_layer: "met1"
yosysChipArea_sq_um: 7100
grt_max_degree: 31
power_leakage_nw: 3.10
utilization: 0.593
vias: 5017
endpoint_kind: "output pin"
grtUsageMet1: 0.294
num_rows: 43
synth_area_per_cell_sq_um: 9.48
p_int_w: 0.00315
hold_viol: 0
grt_pass1_wl_mm: 20.6
fin_hold_ws_ns: 0.326
clk_latency_ns: 0.41
clock_sinks: 164
final_cells: 975
hold_path_depth: 0
netlist_instances: 749
fp_util: 0.511
routedWlPerCell_um: 12.1
combPwrFrac: 0.003
p_sw_w: 0.000726
routed_wl_mm: 11.8
warnings: 36
place_ws_ns: 0.356
clock_path_buffers: 2
drive_gt1_frac: 0.0818
numCtsBuffers: 17
ir_drop_mv: 0.311
placedCellCount: 940
drv_cap: 0
path_class: "reg -> out"
grt_pass1_vias: 4543
tightest_slew_ns: 0.796
cts_tree: "built"
use_met2: 0.260
setup_viol: 0
relSlewSlack: 0.465
ff_type: "dfxtp_1"
netlist_area_sq_um: 7100
top_area_cell: "dfxtp_1"
cts_hold_buf: 0
fmax_mhz: 298
avgViaCountPerCell: 5.15
reg2reg_depth: 5
port_buffers: 19
cp-start-kind: "flip-flop"
h-tree-depth: 4
core_sq_um: 13900
swShare: 0.187
die_h_um: 121
netlist_top_cells_count: "dfxtp_1, nor2_1, nand2_1, xnor2_1"
worstPathArrival_ns: 2.66
die_w_um: 121
dp_hpwl_mm: 8.07
layout_setup_ws_ns: 0.142
ys_ff: 164
antennaDiodeCount: 0
top_cell: "dfxtp_1"
antenna_found_initial: 0
synth-edff-count: 24
dr.first_iter.drc_count: 338
hold_path_class: "reg -> reg"
setup_tns_ns: 0
fin_worst_skew_ns: 0.00514
power_density_nw_per_um2: 471
path_clk_slew_ns: 0.06
ios: 21
syn_to_final_growth_pct: 16.1
ant_nets: 0
topCellsByArea: "dfxtp_1, edfxtp_1, xnor2_1"
grt_use_met3: 0.0345
[placed cells by master (no fill, tap or decap), types with 7 or more instances in the layout]
cell type,Yosys,final
nand2_1,55,55
nor2b_1,8,8
nor4_1,12,12
xor2_1,47,47
dfxtp_1,140,138
inv_1,33,33
o21ai_0,23,23
nor3_1,13,12
nand3_1,47,47
ha_1,20,15
clkdlybuf4s50_1,0,19
and3_1,9,9
a21oi_1,15,14
xnor2_1,52,52
nor2_1,117,116
edfxtp_1,24,24
buf_4,4,10
clkbuf_16,0,18
and4_1,8,8
and2_1,7,7
nand4_1,23,23
[stage by stage]
step | total power, W | instance area (sq um)
5_1_grt | 0.00403 | 8240
4_1_cts | 0.00392 | 8140
3_5_place_dp | 0.00197 | 7500
2_1_floorplan | 0.00196 | 7100
3_3_place_gp | 0.00197 | 7500
6_report | 0.00388 | 8240
[power by group through the flow]
stage	sequential, W	combinational (W)	clock (W)
finish	0.00192	0.0000129	0.00195
CTS	0.00191	0.0000131	0.00200
global route	0.00191	0.0000151	0.00210
[cell type report]
class                   instances  area (sq um)
clock buffers                  19           454
fillers                      1132          5640
well taps                     180           225
multi-input cells             535          3440
repair buffers                 30           277
clock inverters                13           180
inverters                      34           131
flip-flops and latches        164          3530
[metal layers]
layer  vias up  share of wire
met5         -              0
met4         0          0.012
met3        10          0.033
met2        56           0.42
met1      2297           0.53
li1       2654              -
[sequential cells by signal, summed over array words and instances (netlist names), 2 cells and up]
register and flops:
u_db_adj.cnt 4, u_db_pause.cnt 4, u_db_rst.cnt 4, u_db_sel.cnt 4, u_disp.idx 2, u_div.c1 27, u_div.c2 26, u_div.cb 25
u_div.cf 19, u_fsm.cur 4, u_time.u_mo.q 4, u_time.u_mt.q 4, u_time.u_so.q 4, u_time.u_st.q 4
[kinds of logic after synthesis]
| family | after synthesis | share of synthesized area |
|---|---|---|
| other | 1 | 0.000528 |
| muxes | 7 | 0.0100 |
| AOI/OAI and AO/OA | 67 | 0.0631 |
| and+or+nand+nor | 341 | 0.244 |
| adders and majority gates | 20 | 0.0353 |
| buffers and inverters | 50 | 0.0286 |
| xor gates and xnor gates | 99 | 0.122 |
| DFF | 164 | 0.496 |
[repair_timing]
action	in CTS	in global routing
pin swaps	0	4
buffers inserted	0	3
resized	2	15
endpoints found under the setup margin	3	6
[path summary, 6_finish.rpt]
| check | slack (ns) | from | end |
|---|---|---|---|
| min reg2reg | 0.33 | u_db_rst.s1$_DFF_P_ | u_db_rst.s2$_DFF_P_ |
| min | 0.33 | u_db_rst.s1$_DFF_P_ | u_db_rst.s2$_DFF_P_ |
| max reg2reg | 1.33 | u_time.u_st.q[1]$_SDFFE_PP0N_ | u_time.u_mt.q[2]$_SDFFE_PP0P_ |
| max | 0.14 | u_disp.idx[1]$_SDFFE_PP0P_ | seg[3] |
[critical path, cell delays in order (launching register included)]
cell and delay [ns]:
dfxtp_2 0.35, inv_1 0.07, ha_2 0.20, a222oi_1 0.48
a21oi_4 0.17, ha_4 0.30, o21ai_0 0.09, nand4_1 0.13
clkdlybuf4s50_1 0.46
Power is estimated from default activity; no workload was simulated.
